<file path="flow/run.sh">
#!/bin/bash
# OpenROAD 26Q1-2900-gdf79404cd8, Yosys 0.63+post, stock flow scripts
make -C /OpenROAD-flow-scripts/flow DESIGN_CONFIG=/design/flow/config.mk WORK_HOME=/design/flow/orfs finish
</file>
<file path="flow/config.mk">
export PLATFORM = sky130hd
export DESIGN_NAME = uart
export DESIGN_NICKNAME = uart
export VERILOG_FILES = /design/flow/design.v
export SDC_FILE = /design/flow/constraint.sdc
export NUM_CORES = 4
export LEC_CHECK = 1
export CORE_UTILIZATION = 50
</file>
<file path="flow/design.v">
module uart (clk,reset_n,rx,cts_n,tx,rts_n,tx_data,data_bit_num,stop_bit_num,parity_en,parity_type,start_tx,rx_data,tx_done,rx_done,parity_error);
input   clk ;
input   reset_n ;
input   rx ;
input   cts_n ;
output   tx ;
output   rts_n ;
input  [7:0] tx_data ;
input  [1:0] data_bit_num ;
input   stop_bit_num ;
input   parity_en ;
input   parity_type ;
input   start_tx ;
output  [7:0] rx_data ;
output   tx_done ;
output   rx_done ;
output   parity_error ;
wire   clk_tx ;
wire   clk_rx ;
wire   Tpl_18 ;
wire   Tpl_19 ;
wire   Tpl_20 ;
wire   Tpl_21 ;
wire  [7:0] Tpl_22 ;
wire  [1:0] Tpl_23 ;
wire   Tpl_24 ;
wire   Tpl_25 ;
wire   Tpl_26 ;
wire   Tpl_27 ;
logic   Tpl_28 ;
logic   Tpl_29 ;
logic  [1:0] Tpl_30 ;
logic  [1:0] Tpl_31 ;
logic  [2:0] Tpl_32 ;
logic  [2:0] Tpl_33 ;
logic  [1:0] Tpl_34 ;
logic  [1:0] Tpl_35 ;
logic  [7:0] Tpl_36 ;
wire   Tpl_37 ;
wire   Tpl_38 ;
wire   Tpl_39 ;
wire   Tpl_40 ;
wire  [1:0] Tpl_41 ;
wire   Tpl_42 ;
wire   Tpl_43 ;
wire   Tpl_44 ;
wire  [7:0] Tpl_45 ;
wire   Tpl_46 ;
logic   Tpl_47 ;
logic   Tpl_48 ;
logic  [1:0] Tpl_49 ;
logic  [1:0] Tpl_50 ;
logic  [3:0] Tpl_51 ;
logic  [3:0] Tpl_52 ;
logic  [1:0] Tpl_53 ;
logic  [3:0] Tpl_54 ;
logic  [1:0] Tpl_55 ;
logic  [7:0] Tpl_56 ;
logic   Tpl_57 ;
logic   Tpl_58 ;
wire   Tpl_59 ;
wire   Tpl_60 ;
wire   Tpl_61 ;
wire   Tpl_62 ;
wire   Tpl_63 ;
logic  [4:0] Tpl_64 ;
logic  [8:0] Tpl_65 ;
assign Tpl_18 = clk;
assign Tpl_19 = reset_n;
assign Tpl_20 = clk_tx;
assign Tpl_21 = cts_n;
assign Tpl_22 = tx_data;
assign Tpl_23 = data_bit_num;
assign Tpl_24 = stop_bit_num;
assign Tpl_25 = parity_en;
assign Tpl_26 = parity_type;
assign Tpl_27 = start_tx;
assign tx = Tpl_28;
assign tx_done = Tpl_29;
assign Tpl_37 = clk;
assign Tpl_38 = reset_n;
assign Tpl_39 = clk_rx;
assign Tpl_40 = rx;
assign Tpl_41 = data_bit_num;
assign Tpl_42 = stop_bit_num;
assign Tpl_43 = parity_en;
assign Tpl_44 = parity_type;
assign rx_data = Tpl_45;
assign rts_n = Tpl_46;
assign rx_done = Tpl_47;
assign parity_error = Tpl_48;
assign Tpl_60 = clk;
assign Tpl_61 = reset_n;
assign clk_tx = Tpl_62;
assign clk_rx = Tpl_63;
always @(*)
begin
case (Tpl_23)
2'b00: begin
Tpl_32 = 3'd4;
Tpl_36 = Tpl_22[4:0];
end
2'b01: begin
Tpl_32 = 3'd5;
Tpl_36 = Tpl_22[5:0];
end
2'b10: begin
Tpl_32 = 3'd6;
Tpl_36 = Tpl_22[6:0];
end
2'b11: begin
Tpl_32 = 3'd7;
Tpl_36 = Tpl_22[7:0];
end
default: Tpl_32 = 3'd7;
endcase
end
always @(*)
begin
case ({{Tpl_25,Tpl_24}})
2'b00: Tpl_34 = 2'd0;
2'b01: Tpl_34 = 2'd1;
2'b10: Tpl_34 = 2'd1;
2'b11: Tpl_34 = 2'd2;
default: Tpl_34 = 2'd0;
endcase
end
always @( posedge Tpl_18 or negedge Tpl_19 )
begin
if ((~Tpl_19))
begin
Tpl_30 <= 2'b00;
end
else
begin
Tpl_30 <= Tpl_31;
case (Tpl_30)
2'b00: begin
Tpl_33 <= 0;
Tpl_35 <= 0;
end
2'b10: begin
if (Tpl_20)
begin
Tpl_33 <= (Tpl_33 + 1);
end
else
Tpl_33 <= Tpl_33;
end
2'b11: begin
if (Tpl_20)
begin
Tpl_35 <= (Tpl_35 + 1);
end
else
Tpl_35 <= Tpl_35;
end
default: begin
Tpl_33 <= 0;
Tpl_35 <= 0;
end
endcase
end
end
always @(*)
begin
case (Tpl_30)
2'b00: begin
if (((Tpl_27 && (!Tpl_21)) && Tpl_20))
begin
Tpl_31 = 2'b01;
end
else
Tpl_31 = 2'b00;
end
2'b01: begin
if (Tpl_20)
begin
Tpl_31 = 2'b10;
end
else
Tpl_31 = 2'b01;
end
2'b10: begin
if (Tpl_20)
begin
if ((Tpl_33 == Tpl_32))
begin
Tpl_31 = 2'b11;
end
else
Tpl_31 = 2'b10;
end
else
Tpl_31 = 2'b10;
end
2'b11: begin
if (Tpl_20)
begin
if ((Tpl_35 == Tpl_34))
begin
Tpl_31 = 2'b00;
end
else
Tpl_31 = 2'b11;
end
else
Tpl_31 = 2'b11;
end
default: Tpl_31 = 2'b00;
endcase
end
always @(*)
begin
case (Tpl_30)
2'b00: begin
Tpl_28 = 1'b1;
end
2'b01: begin
Tpl_28 = 1'b0;
end
2'b10: begin
Tpl_28 = Tpl_22[Tpl_33];
end
2'b11: begin
if ((Tpl_25 && (Tpl_35 == 0)))
begin
Tpl_28 = (Tpl_26 ? (^Tpl_36) : (~^Tpl_36));
end
else
Tpl_28 = 1'b1;
end
default: Tpl_28 = 1'b1;
endcase
end
always @( posedge Tpl_18 or negedge Tpl_19 )
begin
if ((~Tpl_19))
begin
Tpl_29 <= 1;
end
else
begin
if (Tpl_20)
begin
if ((((Tpl_30 == 2'b11) && (Tpl_35 == Tpl_34)) || (Tpl_30 == 2'b00)))
begin
Tpl_29 <= 1;
end
else
Tpl_29 <= 0;
end
else
Tpl_29 <= Tpl_29;
end
end
always @(*)
begin
case (Tpl_41)
2'b00: Tpl_52 = 4'd5;
2'b01: Tpl_52 = 4'd6;
2'b10: Tpl_52 = 4'd7;
2'b11: Tpl_52 = 4'd8;
default: Tpl_52 = 4'd8;
endcase
end
always @(*)
begin
case ({{Tpl_43,Tpl_42}})
2'b00: Tpl_53 = 2'd1;
2'b01: Tpl_53 = 2'd2;
2'b10: Tpl_53 = 2'd2;
2'b11: Tpl_53 = 2'd3;
default: Tpl_53 = 2'd1;
endcase
end
always @(*)
begin
case (Tpl_49)
2'b11: begin
if ((!Tpl_40))
Tpl_50 = 2'b00;
else
Tpl_50 = 2'b11;
end
2'b00: begin
if ((Tpl_51 == 15))
begin
Tpl_50 = 2'b01;
end
else
Tpl_50 = 2'b00;
end
2'b01: begin
if (((Tpl_51 == 15) && (Tpl_54 == Tpl_52)))
begin
Tpl_50 = 2'b10;
end
else
Tpl_50 = 2'b01;
end
2'b10: begin
if (((Tpl_51 == 15) && (Tpl_55 == Tpl_53)))
begin
Tpl_50 = 2'b11;
end
else
Tpl_50 = 2'b10;
end
default: Tpl_50 = 2'b11;
endcase
end
always @( posedge Tpl_37 or negedge Tpl_38 )
begin
if ((~Tpl_38))
begin
Tpl_49 <= 2'b00;
Tpl_54 <= 0;
Tpl_55 <= 0;
Tpl_51 <= 0;
end
else
begin
Tpl_49 <= Tpl_50;
case (Tpl_49)
2'b11: begin
Tpl_51 <= 0;
Tpl_58 <= 0;
end
2'b00: begin
Tpl_54 <= 0;
Tpl_55 <= 0;
if (Tpl_39)
begin
Tpl_51 <= (Tpl_51 + 1'b1);
if ((Tpl_51 == 15))
begin
Tpl_51 <= 0;
end
end
else
Tpl_51 <= Tpl_51;
end
2'b01: begin
if (Tpl_39)
begin
Tpl_51 <= (Tpl_51 + 1'b1);
if ((Tpl_51 == 8))
begin
Tpl_54 <= (Tpl_54 + 1);
Tpl_56[Tpl_54] <= Tpl_40;
Tpl_58 <= (Tpl_58 ^ Tpl_40);
end
else
if ((Tpl_51 == 15))
begin
Tpl_51 <= 0;
end
end
else
Tpl_51 <= Tpl_51;
end
2'b10: begin
if (Tpl_39)
begin
Tpl_51 <= (Tpl_51 + 1);
if ((Tpl_51 == 8))
begin
Tpl_55 <= (Tpl_55 + 1);
end
else
if ((Tpl_51 == 15))
begin
Tpl_51 <= 0;
end
end
else
Tpl_51 <= Tpl_51;
end
endcase
end
end
always @(*)
begin
case (Tpl_49)
2'b11: begin
Tpl_47 = 1;
end
2'b00: begin
Tpl_47 = 1;
end
2'b01: begin
Tpl_47 = 0;
end
2'b10: begin
Tpl_47 = ((Tpl_51 == 15) && (Tpl_55 == Tpl_53));
if (((Tpl_55 == 0) && Tpl_43))
begin
Tpl_57 = Tpl_40;
end
Tpl_48 = (Tpl_43 ? (Tpl_44 ? (Tpl_58 != Tpl_57) : ((~Tpl_58) != Tpl_57)) : 1'b0);
end
default: begin
Tpl_47 = 0;
end
endcase
end
assign Tpl_46 = (~Tpl_47);
assign Tpl_45 = Tpl_56;
assign Tpl_63 = (Tpl_64 == 0);
assign Tpl_62 = (Tpl_65 == 0);
always @( posedge Tpl_60 or negedge Tpl_61 )
begin
if ((~Tpl_61))
begin
Tpl_64 <= 0;
end
else
begin
if ((Tpl_64 == 27))
begin
Tpl_64 <= 0;
end
else
Tpl_64 <= (Tpl_64 + 1);
end
end
always @( posedge Tpl_60 or negedge Tpl_61 )
begin
if ((~Tpl_61))
begin
Tpl_65 <= 0;
end
else
begin
if ((Tpl_65 == 434))
begin
Tpl_65 <= 0;
end
else
Tpl_65 <= (Tpl_65 + 1);
end
end
endmodule
</file>
<file path="flow/constraint.sdc">
current_design uart

set clk_period 3.9
set clk_io_pct 0.2

create_clock -name clk0 -period $clk_period [get_ports {clk}]

set non_clock_inputs [all_inputs -no_clocks]
set_input_delay [expr $clk_period * $clk_io_pct] -clock clk0 $non_clock_inputs
set_output_delay [expr $clk_period * $clk_io_pct] -clock clk0 [all_outputs]
</file>
==> reports/qor_table.md <==
| Result | This run | Unit |
|---|---|---|
| Status | finished clean | - |
| Worst min-delay path endpoint | Tpl_29 | - |
| Registers, synthesis | 49 | - |
| Clock network power share | 0.338 | - |
| Setup slack of the worst register-to-register path | 1.36 | ns |
| Post-CTS clock slew at the launch and capture registers of the worst setup and hold paths | 0.08 | ns |
| Leading area contributor after synthesis | sky130_fd_sc_hd__dfrtp_1 | - |
| Count of inserted antenna diode cells | 0 | - |
| Final estimated routing congestion in global placement | 0.808 | - |
| Vias post-DR | 2116 | - |
| Clock root cell | sky130_fd_sc_hd__clkbuf_8 | - |
| Part of the total power dissipated in sequential elements | 0.573 | - |
| Count of input and output buffers | 30 | - |
| Max Clock Freq | 0.271 | GHz |
| Unrepaired setup endpoints after global routing | false | - |
| Yosys warns | 2 | - |
| Std-Cell Rows | 27 | - |
| Die X-Extent | 79.0 | um |
| Ratio of final minimum period to clock period | 0.945 | - |
| Post-synth EDFFs | 14 | - |
| Setup repair bufs after CTS | 0 | - |
| TritonCTS buffer count | 5 | - |
| Half-perimeter wire length after placement | 3890 | um |
| Global-route usage over all layers | 0.194 | - |
| CTS tree | built | - |
| Leakage power of the design | 1.45 | nW |
| Final core utilization | 0.609 | - |
| P per Cell Area | 260 | nW/um2 |
| Avg Vias per Cell | 5.28 | - |
| Length in cells of the worst reg-to-reg path | 6 | - |
| OpenROAD warnings | 39 | - |
| Global-route wire length before repair | 9360 | um |
| Biggest fanout along the worst timing path | 5 | - |
| Post-placement cell count | 393 | - |
| Area after detailed placement | 3320 | um2 |
| Vias in the first global route | 2070 | - |
| Count of unclocked register or latch pins | 2 | - |
| Capturing point of the worst reg2reg path | Tpl_56[6] | - |
| Category of the critical setup timing path | input port to output pin | - |
| Overall die area | 6250 | um2 |
| Worst-Skew Late Latency | 0.30 | ns |
| Logic gate share of total power | 0.088 | - |
| Share of the synthesized area in the top cell type | 0.253 | - |
| Antenna violations before repair | 0 | - |
| 1st-iter DRT viols | 78 | - |
| Area delta synth->final | 15.1 | % |
| Level count of the clock H-tree | 2 | - |
| Endpoints left unconstrained | 3 | - |
| Clock Path Buffers | 2 | - |
| Cell area after technology mapping | 2970 | um2 |
| Number of inserted filler cells in the final layout | 484 | - |
| Global-route congestion overflow total | 0 | - |
| Detailed-routing iteration count for the pre-antenna-repair pass | 4 | - |
| Wire per inst | 13.0 | um |
| Net Switching | 192 | uW |
| Most used flip-flop cell after synthesis | sky130_fd_sc_hd__dfrtp_1 | - |
| Setup crit end kind | output pin | - |
| Most used logic cell in the final layout | sky130_fd_sc_hd__nand2_1 | - |
| Final Slew Violations | 0 | - |
| Maximum number of pins on one net before global-route repair | 25 | - |
| Post-synthesis instance total | 298 | - |
| Slew at the pin closest to its max-slew limit | 0.473 | ns |
| Synth async-reset ratio | 0.673 | - |
| Number of cells on the worst hold path | 2 | - |
| Worst EP arrival | 2.90 | ns |
| Worst min-delay path startpoint | Tpl_30[0] | - |
| Max-Slew Margin vs Limit | 0.682 | - |
| Post-layout min period | 3.68 | ns |
| Aggregate negative setup slack | 0 | ns |
| Per-instance average area after synthesis | 9.96 | um2 |
| Share of total power consumed by net switching | 0.217 | - |
| Post-synthesis chip area from yosys | 2970 | um2 |
| Non-Filler Cell Area, Final | 3410 | um2 |
| Reported max-cap violation count | 0 | - |
| Cell Int Power | 694 | uW |
| DRC | 0 | - |
| Commonest non-fill, non-tap cells in the layout | sky130_fd_sc_hd__nand2_1 (36), sky130_fd_sc_hd__dfrtp_1 (30), sky130_fd_sc_hd__clkdlybuf4s50_1 (30) | - |
| Layout cell share with drive strength beyond 1 | 0.0760 | - |
| Cells resized by post-CTS repair | 0 | - |
| Routed wire length | 5210 | um |
| Hold/Removal Path Class | flip-flop to flip-flop | - |
| Die Height | 79.0 | um |
| Core area | 5610 | um2 |
| Core utilization before placement | 0.529 | - |
| Worst supply voltage drop on vdd | 0.000167 | V |
| Startpoint Class | input port | - |
| Final setup viols | 0 | - |
| Number of hold-slack violations in the final timing report | 0 | - |
| Total I/O pin count | 31 | - |
| Req. time, crit path | 3.12 | ns |
| Antenna-violating nets left | 0 | - |
| Count of cell types in the netlist | 52 | - |
| Startpoint of the worst-slack reg-to-reg timing path | Tpl_64[0] | - |
| Fin Clk Skew | 0.00910 | ns |
| Cell count in the Yosys report | 298 | - |
| Count of hold buffers inserted by post-cts repair | 0 | - |
| Finished Layout Cells | 401 | - |
| Synth area leaders | sky130_fd_sc_hd__dfrtp_1 (25%), sky130_fd_sc_hd__edfxtp_1 (14%), sky130_fd_sc_hd__ha_1 (9.3%), sky130_fd_sc_hd__xnor2_1 (5.3%), sky130_fd_sc_hd__nand2_1 (4.6%) | - |
-- how the worst max path moves through the flow --
stage	start	endpoint	slack, ns	depth (start not counted)
finish	data_bit_num[0]	tx	0.22	8
global route	data_bit_num[1]	tx	0.08	9
CTS	data_bit_num[1]	tx	0.19	9
-- power by group through the flow --
stage | logic, mW | clock network (mW) | registers, mW
after CTS | 0.0798 | 0.313 | 0.508
after global routing | 0.0874 | 0.330 | 0.508
final | 0.0783 | 0.300 | 0.508
-- final cells by class --
class | count | area, um2 | area share
inverter | 24 | 90.1 | 0.0264
timing repair buffer | 32 | 315 | 0.0923
multi-input combinational | 216 | 1550 | 0.453
tap | 72 | 90.1 | 0.0264
clock buffer | 7 | 86.3 | 0.0253
clock inverter | 1 | 5.00 | 0.00147
sequential | 49 | 1280 | 0.375
-- flip-flops by register name, indices dropped and copies added, names as in the netlist, 2 cells and up --
signal,count
Tpl_30,4
Tpl_33,3
Tpl_35,2
Tpl_49,4
Tpl_51,4
Tpl_54,4
Tpl_55,2
Tpl_56,8
Tpl_64,5
Tpl_65,9
-- worst max-delay path, cell delays in order --
cell and delay, ns:
sky130_fd_sc_hd__clkdlybuf4s50_1 0.54, sky130_fd_sc_hd__inv_1 0.08, sky130_fd_sc_hd__ha_1 0.25, sky130_fd_sc_hd__nand2b_1 0.15
sky130_fd_sc_hd__a311oi_1 0.33, sky130_fd_sc_hd__xnor2_1 0.10, sky130_fd_sc_hd__o21ai_0 0.17, sky130_fd_sc_hd__clkdlybuf4s50_1 0.49
-- layer usage --
metal | up-vias | part of all wire | GRT usage
li1 | 1099 | - | -
met1 | 974 | 0.52 | 0.319
met2 | 34 | 0.42 | 0.291
met3 | 9 | 0.036 | 0.0315
met4 | 0 | 0.018 | 0.0309
met5 | - | 0 | 0
-- stage by stage --
step	power [mW]	hold WS [ns]	setup WS, ns
6_report	0.887	0.500	0.215
4_1_cts	0.901	0.501	0.185
5_1_grt	0.926	0.527	0.0824
3_5_place_dp	0.597	0.488	0.189
2_1_floorplan	0.558	0.447	1.32
3_3_place_gp	0.597	0.474	0.197
-- cell usage after synthesis, types with 2 or more instances --
cell type                    n
sky130_fd_sc_hd__nand3b_1    3
sky130_fd_sc_hd__ha_1       22
sky130_fd_sc_hd__inv_1      24
sky130_fd_sc_hd__a22o_1      3
sky130_fd_sc_hd__clkbuf_1    6
sky130_fd_sc_hd__buf_6       2
sky130_fd_sc_hd__nand3_1    10
sky130_fd_sc_hd__a31oi_1     2
sky130_fd_sc_hd__mux2_2      5
sky130_fd_sc_hd__mux4_2      2
sky130_fd_sc_hd__mux2i_1     3
sky130_fd_sc_hd__and2_1      2
sky130_fd_sc_hd__nand2b_1    3
sky130_fd_sc_hd__xor2_1     10
sky130_fd_sc_hd__o21ai_0    17
sky130_fd_sc_hd__o31a_2      2
sky130_fd_sc_hd__a21oi_1     8
sky130_fd_sc_hd__nand2_1    36
sky130_fd_sc_hd__o2bb2ai_1   6
sky130_fd_sc_hd__nor3_1      5
sky130_fd_sc_hd__dlxtn_1     2
sky130_fd_sc_hd__a311oi_1    2
sky130_fd_sc_hd__edfxtp_1   14
sky130_fd_sc_hd__xnor2_1    18
sky130_fd_sc_hd__nor2b_1     3
sky130_fd_sc_hd__nor2_1     22
sky130_fd_sc_hd__and3_1      6
sky130_fd_sc_hd__o31ai_1     2
sky130_fd_sc_hd__dfrtp_1    30
sky130_fd_sc_hd__and4_1      4
sky130_fd_sc_hd__dfstp_2     3
-- logic make-up (layout without fill, tap and decap cells) --
kind of cell	count (synthesis)	in the layout	share of synthesized area
xor gates and xnor gates	28	28	0.0826
buffers and inverters	33	64	0.0472
latches	2	2	0.0101
AOI/OAI and AO/OA	54	54	0.124
and+or+nand+nor	102	102	0.178
DFF	47	47	0.421
muxes	10	10	0.0443
adders and majority gates	22	22	0.0927
Power and IR drop assume default switching activity.
